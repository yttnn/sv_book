$ cat /design/flow/run.sh
#!/bin/bash
# OpenROAD 26Q1-2900-gdf79404cd8, Yosys 0.63+post, stock flow scripts
make -C /OpenROAD-flow-scripts/flow DESIGN_CONFIG=/design/flow/config.mk WORK_HOME=/design/flow/orfs finish
$ cat /design/flow/config.mk
export PLATFORM = sky130hd
export DESIGN_NAME = top
export DESIGN_NICKNAME = top
export VERILOG_FILES = /design/flow/design.v
export SDC_FILE = /design/flow/constraint.sdc
export NUM_CORES = 4
export LEC_CHECK = 1
export CORE_AREA = 10 10 97 97
export DIE_AREA = 0 0 107 107
$ cat /design/flow/constraint.sdc
current_design top

set clk_period 3.8
set clk_io_pct 0.2

create_clock -name clk0 -period $clk_period [get_ports {pin_clock}]

set non_clock_inputs [all_inputs -no_clocks]
set_input_delay [expr $clk_period * $clk_io_pct] -clock clk0 $non_clock_inputs
set_output_delay [expr $clk_period * $clk_io_pct] -clock clk0 [all_outputs]
$ cat /design/flow/design.v
interface ctrl_bus_if();
  logic clk;
  logic n_reset;
  modport master(input clk, input n_reset);
endinterface  
interface io_bus_if #(parameter WIDTH) ();
  logic [WIDTH-1:0] switch;
  logic [WIDTH-1:0] led;
  modport master(input switch, output led);
endinterface
interface mem_bus_if #(parameter ADDR_WIDTH, DATA_WIDTH) ();
  logic [ADDR_WIDTH-1:0] addr;
  logic [DATA_WIDTH-1:0] data;
  modport master(output addr, input data);
  modport slave(input addr, output data);
endinterface
module cpu (
	input logic clk,
	input logic n_reset,
	output logic led
);
	logic a, next_a;
	always_ff @( posedge clk ) begin
		if (~n_reset) a <= 1'b0;
		else a <= next_a;
	end
	assign led = a;
	always_comb begin
		next_a = ~a;
	end
endmodule
module prescaler #(parameter RATIO = 2) (
  input logic quick_clock,
  output logic slow_clock
);
  logic [31:0] counter, next_counter;
  logic inv;
  assign inv = (counter == (RATIO/2 - 1));
  assign next_counter = inv ? 32'd0 : counter + 32'd1;
  always_ff @(posedge quick_clock) counter <= next_counter;
  logic next_slow_clock;
  assign next_slow_clock = inv ? ~slow_clock : slow_clock;
  always_ff @(posedge quick_clock) slow_clock <= next_slow_clock;
endmodule
module top(
  input logic pin_clock,
  input logic pin_n_reset,
  output logic pin_led
);
  logic clk;
  prescaler #(.RATIO(100_000_000)) prescaler(
    .quick_clock(pin_clock),
    .slow_clock(clk)
  );
  cpu cpu(.clk, .n_reset(pin_n_reset), .led(pin_led));
endmodule
==> reports/qor.txt <==
Endpoints left unconstrained: 2
Clock Pin Slew Worst Setup and Hold Paths: 70 ps
Tcrit/Tclk final: 0.506
Seq share, synth: 0.443
Initial DRC Count: 74
Ys async rst share: 0
Main flop type after synthesis: dfxtp_1
Hold-fix buffers at CTS: 0
Grt met1 use: 0.0728
Worst Setup Slack post-DPL: 1900 ps
Final Setup Violations: 0
Max Fclk: 521 MHz
Clock latency (worst-skew pair): 280 ps
Core Box Area: 0.00729 mm^2
Clock network power share: 0.433
Lkg Pwr: 0.662 nW
Cell Type Count: 31
Die Y: 107 um
Setup TNS: 0 ps
Top cell type by instance count after synthesis: dfxtp_1
Critical path arrival: 1910 ps
Synth area leader: dfxtp_1
Combinational Power Share: 0.002
Initial antenna violation count: 0
Cell Rows: 31
Max Cap Viol: 0
Fin crit period: 1920 ps
Worst hold path class: reg2reg
Endpoints failing hold: 0
Reg2reg path depth: 4
Final worst slack: 1880 ps
Top cells by count, synth: dfxtp_1, nand4_1, nand3_1
Most used routing layer: met2
Final core occ: 0.242
I/O Pins: 3
Yosys Chip Area: 0.00156 mm^2
Post-cts repair resize count: 0
Hold Path Depth: 1
GP Congestion: 0.823
Detailed placer's ending HPWL: 2.12 mm
DRC Markers: 0
Maximum vdd drop: 174 uV
Filler Cells Inserted: 809
FF-to-FF Start: prescaler.counter[11]$_SDFF_PN0_
Diodes inserted: 0
Met3 GRT Util: 0.0164
Met2 Use GR: 0.0786
Area growth from synthesis to final layout: 13.1%
Htree depth: 2
Final Hold Slack: 472 ps
Flops after synth: 34
WHS Endpoint: prescaler.counter[0]$_SDFF_PN0_
DP Area: 0.00167 mm^2
Setup Skew: 8.72 ps
First-pass GRT wire length: 5.11 mm
Tool warnings: 25
Post-Route WL: 3.04 mm
Warnings from Yosys: 2
Final instance area: 0.00176 mm^2
Post-CTS setup buffers: 0
Max-slew headroom: 0.670
Mean Syn Cell Area: 9.18 um^2
Post-DR wirelength/cell: 11.2 um
Outcome: finished clean
Area share, top type: 0.423
Max-slew violations: 0
Sw Pwr: 0.000119 W
CTS Buf Count: 5
Reg-to-reg slack, setup: 1880 ps
Routed Antenna Nets: 0
Yosys cell count: 170
RSZ-0062 raised after global routing: no
Worst-Margin Slew: 494 ps
Pre-antenna DRT Iters: 4
Post-synth design cell area: 0.00156 mm^2
Mapped Cells: 170
Top cells by area: dfxtp_1, xnor2_1, nand4_1
Maximum clock path buffer count: 2
Vias in the first global route: 1112
Net Sw Frac: 0.193
Starting Density: 0.214
Root Buffer: clkbuf_8
Pint: 0.000496 W
Hold Path Origin: prescaler.counter[0]$_SDFF_PN0_
Post-synth EDFFs: 1
Register pins left without a clock: 1
GRT overflow: 0
TritonCTS clock tree: done
Crit Path Max Fanout: 13
Die area: 0.0114 mm^2
Buffers on Ports: 2
WS Path Type: reg2reg
Proportion of layout cells with a drive suffix above 1: 0.0578
Total GRT Usage: 0.0521
DR vias: 1208
Cell Pwr Density: 348 mW/mm^2
Part of the power in registers: 0.565
Via density per instance: 4.44
Setup crit end kind: register
Largest net degree at the start of global routing: 15
Startpoint Class: register
RR Endpoint: prescaler.slow_clock$_DFFE_PN_
Worst Path Required: 3790 ps
Chip Width: 107 um
==> power by group through the flow <==
stage,sequential (W),combinational [W],clock (W)
after CTS,0.000347,0.00000128,0.000274
after global routing,0.000347,0.00000131,0.000292
final,0.000347,0.00000126,0.000266
==> critical path: stages (launching register included) <==
cell     delay, ps
dfxtp_1        440
nor4b_1        370
nand4_1        270
nor4_2         320
buf_4          230
==> how the worst max path moves through the flow <==
stage                                     from                                to  depth (start not counted)
CTS           prescaler.counter[11]$_SDFF_PN0_    prescaler.slow_clock$_DFFE_PN_                          4
global route   prescaler.counter[3]$_SDFF_PN0_  prescaler.counter[28]$_SDFF_PN0_                          4
finish        prescaler.counter[11]$_SDFF_PN0_    prescaler.slow_clock$_DFFE_PN_                          4
==> layout by cell type, fill, tap and decap left out <==
| cell type | Yosys | layout |
|---|---|---|
| a211o_1 | 3 | 3 |
| a21oi_1 | 7 | 7 |
| a31o_1 | 1 | 1 |
| and2_1 | 2 | 2 |
| and3_1 | 2 | 2 |
| and4_1 | 6 | 6 |
| buf_4 | 1 | 1 |
| clkbuf_1 | 4 | 2 |
| clkbuf_8 | 0 | 6 |
| clkdlybuf4s50_1 | 0 | 2 |
| dfxtp_1 | 33 | 33 |
| edfxtp_1 | 1 | 1 |
| ha_1 | 1 | 1 |
| inv_1 | 3 | 3 |
| nand2_1 | 9 | 9 |
| nand3_1 | 12 | 12 |
| nand4_1 | 15 | 15 |
| nand4_4 | 1 | 1 |
| nor2_1 | 8 | 8 |
| nor2b_1 | 2 | 2 |
| nor3_1 | 7 | 7 |
| nor4_1 | 4 | 4 |
| nor4_2 | 1 | 1 |
| nor4b_1 | 1 | 1 |
| nor4bb_1 | 1 | 1 |
| o21ai_0 | 9 | 9 |
| o311a_1 | 3 | 3 |
| or3_1 | 8 | 8 |
| or4_1 | 2 | 2 |
| or4_4 | 1 | 1 |
| xnor2_1 | 11 | 11 |
| xor2_1 | 8 | 8 |
==> registers in the layout, indices dropped and copies added, names as in the netlist <==
register              cells
cpu.a                     1
prescaler.counter        32
prescaler.slow_clock      1
==> routing by layer <==
layer  share of wire  wire, um
met2            0.43      1310
met1            0.49      1500
met5               0         0
met3           0.057       172
met4           0.016        49
==> cell type report <==
class / instances / area (um^2) / area share
clock buffers: 8 / 90.1 / 0.0511
inverters: 3 / 11.3 / 0.00638
multi-input cells: 125 / 821 / 0.465
flip-flops and latches: 34 / 691 / 0.391
well taps: 99 / 124 / 0.0702
repair buffers: 3 / 27.5 / 0.0156
==> cell families (layout without fill, tap and decap cells) <==
group	after synthesis	in the layout	synth area share
DFF	34	34	0.443
xor gates and xnor gates	19	19	0.107
buffers and inverters	11	14	0.0313
adders and majority gates	1	1	0.00802
AOI/OAI and AO/OA	23	23	0.0930
and+or+nand+nor	82	82	0.318
==> stage by stage <==
stage / total power [W] / cells
floorplan: 0.000355 / 170
global placement: 0.000356 / 264
detailed placement: 0.000356 / 264
CTS: 0.000622 / 272
global route: 0.000640 / 272
finish: 0.000615 / 272
No activity file was given, so power comes from the tool's default toggle rates.
